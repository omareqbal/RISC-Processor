===== design/flow/config.mk =====
export PLATFORM = sky130hd
export DESIGN_NAME = control
export DESIGN_NICKNAME = control
export VERILOG_FILES = /design/flow/design.v
export SDC_FILE = /design/flow/constraint.sdc
export NUM_CORES = 4
export LEC_CHECK = 1
export CORE_AREA = 10 10 70 70
export DIE_AREA = 0 0 80 80

===== design/flow/constraint.sdc =====
current_design control

set clk_period 1.4
set clk_io_pct 0.2

create_clock -name clk0 -period $clk_period

set non_clock_inputs [all_inputs -no_clocks]
set_input_delay [expr $clk_period * $clk_io_pct] -clock clk0 $non_clock_inputs
set_output_delay [expr $clk_period * $clk_io_pct] -clock clk0 [all_outputs]

===== design/flow/design.v =====
`timescale 1ns / 1ps
module control(
    input [5:0] opcode,
    input [10:0] func,
    output reg[1:0] alu_op,
    output reg mem_read,
    output reg mem_write,
    output reg reg_write,
    output reg [1:0] alu_src,
    output reg mem_to_reg,
	 output reg branch_instr
    );
	 wire [3:0]op;
	 assign op=opcode[3:0];
	 wire [3:0]fn;
	 assign fn=func[3:0];
	 always @(*)
	 begin
		casex(op)
			4'b0000: begin  
			alu_op=2'b10;
			mem_read=0;
			mem_write=0;
			reg_write=1;
			alu_src = 2'b00;
			mem_to_reg=0;
			branch_instr=0;
			if(fn==4'b1010)  
				begin
					branch_instr=1;
					reg_write=0;
				end
			else if(fn==4'b0100||fn==4'b0101||fn==4'b1000)
				alu_src=2'b11;
			end
			4'b0001: begin    
			alu_op=2'b00;
			mem_read=0;
			mem_write=0;
			reg_write=1;
			alu_src=2'b01;
			mem_to_reg=0;
			branch_instr=0;
			end
			4'b0010: begin   
			alu_op=2'b01;
			mem_read=0;
			mem_write=0;
			reg_write=1;
			alu_src=2'b01;
			mem_to_reg=0;
			branch_instr=0;
			end
			4'b0011: begin  
			alu_op=2'b00;
			mem_read=1;
			mem_write=0;
			reg_write=1;
			alu_src=2'b10;
			mem_to_reg=1;
			branch_instr=0;
			end
			4'b0100: begin  
			alu_op=2'b00;
			mem_read=0;
			mem_write=1;
			reg_write=0;
			alu_src=2'b10;
			mem_to_reg=0;
			branch_instr=0;
			end
			4'b0101: begin  
			alu_op=2'b11;
			mem_read=0;
			mem_write=0;
			reg_write=0;
			alu_src=2'b00;
			mem_to_reg=0;
			branch_instr=1;
			end
			4'b0110: begin  
			alu_op=2'b11;
			mem_read=0;
			mem_write=0;
			reg_write=0;
			alu_src=2'b00;
			mem_to_reg=0;
			branch_instr=1;
			end
			4'b0111: begin  
			alu_op=2'b11;
			mem_read=0;
			mem_write=0;
			reg_write=0;
			alu_src=2'b00;
			mem_to_reg=0;
			branch_instr=1;
			end
			4'b1xxx: begin  
			alu_op=2'b11;
			mem_read=0;
			mem_write=0;
			reg_write=0;
			alu_src=2'b00;
			mem_to_reg=0;
			branch_instr=1;
			end
		endcase
	 end
endmodule

===== design/flow/run.sh =====
#!/bin/bash
# OpenROAD 26Q1-2900-gdf79404cd8, Yosys 0.63+post, stock flow scripts
make -C /OpenROAD-flow-scripts/flow DESIGN_CONFIG=/design/flow/config.mk WORK_HOME=/design/flow/orfs finish

==> results.tsv <==
stage	metric	value	unit
sta	Final period util	98.1	%
worst_setup_path	CP startpoint kind	primary input	
final_layout	FF+latch count	0	
sta	final hold slack	0.845	ns
synthesis	Synth Warn #	1	
routing	vias per cell	2.83	
global_routing	vias in the first global route	277	
die	chip height	80	microns
worst_setup_path	Crit Path Max Fanout	5	
sta	Fin. Hold Viols	0	
hold_path	Hold WC Path Type	in -> out	
routing	vias after detailed routing	280	
power	Peak VDD IR	0.0000287	V
power	Pleak	0.000263	uW
hold_path	Hold Startpoint	opcode[3]	
synthesis	Synth cell types	18	
global_routing	first-pass GRT wire length	1.21	mm
synthesis	synthesized area	144	sq um
synthesis	Cell area leaders	o311ai_2 11%, inv_1 7.8%, nor2_1 7.8%	
placement	DP Worst Slack	-0.701	ns
die	Pre-Place Util	4.21	%
worst_setup_path	Critical Path Max Stage Delay	0.24	ns
global_routing	initial antenna violation count	0	
power	NetSw	46.8	uW
power	P per Cell Area	235	nW/um^2
routing	initial drt markers	8	
routing	Post-DRT Antenna Nets	0	
clocking	Post-CTS Hold Fix Bufs	0	
global_routing	largest net degree at the start of global routing	6	
routing	Post-Route WL	795	microns
global_routing	gr ovfl total	0	
worst_setup_path	Worst setup startpoint	opcode[0]	
job	Log Warnings	42	
worst_setup_path	CP max stage cell	or2_4	
power	share of power burned in the clock network	0	%
routing	Antenna Cells	0	
synthesis	average size of a mapped cell	6.00	sq um
worst_setup_path	crit path DAT	1.09	ns
global_routing	gr usage total	2.17	%
worst_setup_path	critical path type	in -> out	
sta	highest clock rate	728	MHz
die	num rows	21	
final_layout	synthesis-to-finish area growth	275	%
sta	max-slew violation count	0	
sta	final setup TNS	0	ns
power	Comb pwr share	100.0	%
synthesis	Synth Instances	24	
sta	final worst slack	0.0266	ns
final_layout	layout cells sized above 1	71.7	%
power	switch share	37.0	%
synthesis	# Cells Yosys	24	
synthesis	most frequent cells after synthesis	3 x inv_1, 3 x nor2_1, 2 x a21oi_1, 2 x nand2_1	
worst_setup_path	Req. time, crit path	1.12	ns
job	Max-Cap Viols	0	
routing	DR pass1 iterations	3	
final_layout	Reg area	0	sq um
die	Die Footprint	6400	sq um
die	core area	3420	sq um
synthesis	Synth Seq Share	0	%
placement	GPL Wtd Cong	0.736	
routing	DR WL/cell	8.03	microns
power	Internal Power	79.7	uW
final_layout	Clock buffer cells	0	
sta	Slew @ Worst Pin	0.212	ns
sta	Final min period	1.37	ns
sta	relative slew slack	85.8	%
die	Die Span X	80	microns
power	sequential share of power	0	%
sta	Setup violations, final	0	
worst_setup_path	CP cell instances	buf_8 -> or2_4 -> buf_4 -> a21oi_2 -> o21ai_2 -> buf_2	
synthesis	yosys synthesis chip area	144	sq um
die	# IOs	26	
power	total power	127	uW
routing	Remaining DRCs	0	
worst_setup_path	endpoint class of the critical path	primary output	
synthesis	Max-area cell share	11.3	%
placement	IO buf count	17	
synthesis	cell type with the largest total area	o311ai_2	
run_status	status	complete, no violations	
-- timing repair --
| item | in CTS | in global routing |
|---|---|---|
| cloned | 0 | 0 |
| buffers inserted | 7 | 1 |
| pin swaps | 11 | 5 |
| setup endpoints to repair | 9 | 6 |
| gates resized | 71 | 18 |
-- final cells by class --
type / instances / area, sq um
Inverter: 3 / 13.8
Fill cell: 380 / 2880
Multi-Input combinational cell: 20 / 193
Tap cell: 46 / 57.6
Timing Repair Buffer: 30 / 275
-- metrics by stage --
stage	std cells	cell area, sq um	utilization (%)
after detailed placement	92	409	12.0
after floorplan	24	144	-
after global placement	92	409	12.0
after CTS	99	499	14.6
after global routing	99	539	15.8
final	99	539	15.8
-- worst max-delay path: cells and delay by family --
kind	cells	cell delay, ns
AND-OR/OR-AND	2	0.22
buffers and inverters	3	0.36
AND/OR/NAND/NOR	1	0.24
-- layer usage --
| metal | vias up | global-route usage, % | wire length, microns |
|---|---|---|---|
| met5 | - | 0 | 0 |
| met4 | 0 | 0 | 0 |
| met3 | 0 | 0.682 | 93 |
| met2 | 12 | 4.09 | 356 |
| met1 | 128 | 2.44 | 344 |
| li1 | 140 | - | - |
-- final timing paths --
kind / end / slack (ns) / depth (start not counted)
max: branch_instr / 0.03 / 6
min: alu_op[0] / 0.84 / 3
-- cell families after synthesis --
kind of cell / share of synthesized area [%]
AOI/OAI and AO/OA: 31.3
xor gates and xnor gates: 6.09
buffers and inverters: 13.0
and+or+nand+nor: 49.6
-- layout by cell type (no fill, tap or decap), drive strengths merged, types with 2 or more instances in the layout --
cell and instances:
a21oi 2, buf 24, dlygate4sd2 2, dlymetal6s2s 2, inv 3, nand2 2, nor2 3
-- power groups by stage --
stage,Sequential (uW),Clock (uW),Combinational [uW]
5_1_grt,0,0,137
4_1_cts,0,0,114
6_report,0,0,127
Power and IR drop assume default switching activity.
