--- flow/run.sh ---
#!/bin/bash
# OpenROAD 26Q1-2900-gdf79404cd8, Yosys 0.63+post, stock flow scripts
make -C /OpenROAD-flow-scripts/flow DESIGN_CONFIG=/design/flow/config.mk WORK_HOME=/design/flow/orfs finish
--- flow/config.mk ---
export PLATFORM = sky130hd
export DESIGN_NAME = branch
export DESIGN_NICKNAME = branch
export VERILOG_FILES = /design/flow/design.v
export SDC_FILE = /design/flow/constraint.sdc
export NUM_CORES = 4
export LEC_CHECK = 1
export CORE_UTILIZATION = 40
--- flow/constraint.sdc ---
current_design branch

set clk_period 17.7
set clk_io_pct 0.2

create_clock -name clk0 -period $clk_period [get_ports {clk}]

set non_clock_inputs [all_inputs -no_clocks]
set_input_delay [expr $clk_period * $clk_io_pct] -clock clk0 $non_clock_inputs
set_output_delay [expr $clk_period * $clk_io_pct] -clock clk0 [all_outputs]
--- flow/design.v ---
`timescale 1ns / 1ps
module branch(
	 input clk,
    input zflag,
    input carryflag,
    input overflowflag,
    input signflag,
    input [5:0] opcode,
    input [25:0] jtr,
	 input [31:0] pc,
	 output reg[31:0] pc_offset
    );
	wire [3:0] op,fn;
	wire [4:0] rs;
	assign op = opcode[3:0];
	assign fn = jtr[3:0];
	assign rs = jtr[25:21];
	wire [31:0] temp1,temp2;
	reg reg_write;
	wire[4:0] ra_addr;
	assign ra_addr = 5'b1111;
	register_bank RB(.clk(clk),.reg1_addr(ra_addr),.reg2_addr(rs),.write_addr(ra_addr),.write_data(pc+4),.reg_write(reg_write),.read_data1(temp1),.read_data2(temp2));
	always @(*)
	begin
		pc_offset = 32'b0;
		reg_write = 1'b0;
		case(op)
			6'b0000:
					begin
					if(fn==4'b1010)
						pc_offset = temp2-(pc+4)-4; 
					end
			6'b0101: pc_offset = 4*jtr;   
			6'b0110: 
					begin
					if(zflag==1)
						pc_offset = 4*jtr;
					end
			6'b0111:
					begin
					if(zflag==0)
						pc_offset = 4*jtr;
					end
			6'b1000:
					begin
					if(carryflag==1)
						pc_offset = 4*jtr;
					end
			6'b1001:
					begin
					if(carryflag==0)
						pc_offset = 4*jtr;
					end
			6'b1010:
					begin
					if(signflag==1)
						pc_offset = 4*jtr;
					end
			6'b1011:
					begin
					if(signflag==0)
						pc_offset = 4*jtr;
					end
			6'b1100:
					begin
					if(overflowflag==1)
						pc_offset = 4*jtr;
					end
			6'b1101:
					begin
					if(overflowflag==0)
						pc_offset = 4*jtr;
					end
			6'b1110:
					begin
					reg_write = 1'b1;
					pc_offset = 4*jtr;
					end
			6'b1111:	
					pc_offset = temp1-(pc+4);
		endcase
	end
endmodule
`timescale 1ns / 1ps
module register_bank(
	input clk,
	input [31:0] write_data,
	input [4:0] reg1_addr,
	input [4:0] reg2_addr,
	input [4:0] write_addr,
	input reg_write,
	output [31:0] read_data1,
	output [31:0] read_data2
    );
	reg [31:0] reg_bank [31:0];
	integer i;
	assign read_data1 = reg_bank[reg1_addr];
	assign read_data2 = reg_bank[reg2_addr];
   initial
	begin
	  for(i=0;i<32;i=i+1)
			reg_bank[i]=32'b0;
	end	
	always @(posedge clk)
	begin
		if(reg_write==1)
			reg_bank[write_addr] = write_data;
	end
endmodule
==> changes_impl.md <==
### Physical design

- DIE HEIGHT: 126 µm
- Sequential cell area: 961 µm²
- Simple-gate portion of the synthesized area: 0.225
- XOR/XNOR Fraction of Synth Area: 0.177
- P_leak: 0.00312 µW
- Dpl cells: 1066
- GRT Total Usage: 0.230
- Drt drc: 0
- Slew margin rel.: 0.469
- CTS tree: yes
- Synth Warn #: 2
- Slowest CP cell: clkdlybuf4s50_1
- Worst path buffer plus inverter count: 2
- Final WL: 17600 µm
- Most used cell, CP: a21o_1
- Ports: 101
- Crit path DRT: 14160 ps
- # clock sinks: 32
- Unique masters post-synth: 76
- Die width: 126 µm
- Setup crit end kind: output port
- Gate Area: 0.00482 mm²
- Util after Layout: 0.505
- CTS Hold Buffers Added: 0
- Cells after synthesis: 800
- Total tool warning count: 27
- Vias per inst: 5.70
- Final Non-Filler Cells: 1074
- Chip Area: 0.0159 mm²
- Root buf cell: clkbuf_16
- Row cnt: 44
- TritonCTS buffer count: 5
- Post-CTS resize count: 0
- Highest-count logic cell in the final layout: nand2_1
- Vias in the first global route: 5657
- Crit path cell chain: clkdlybuf4s50_1, nand2_1, or3_1, or4_1, and2_1, xor2_1, ha_1, a21o_1, a21oi_1, o21ai_0, a21o_1, a21o_1, a311oi_1, nor3_1, o41ai_1, o21ai_0, xnor2_1, o22ai_1, clkdlybuf4s50_1
- Fin crit share: 0.732
- CP Max Fanout: 9
- Fraction of the mapped netlist area in adder cells: 0.135
- # diodes: 0
- Total setup buffers inserted after CTS: 0
- Initial antenna violation count: 0
- Ys cells: 800
- Slew Viols, Final: 0
- Synth async-reset ratio: 0
- Total negative setup slack: 0 ps
- Buffers on Ports: 98
- CTS clk-pin slew, worst paths: 60 ps
- Max IR drop VDD: 29.2 µV
- Core area: 0.0148 mm²
- Mux cell area share: 0.00529
- Clock H-tree levels: 2
- Remaining global-route overflow: 0
- RSZ-0062 raised after global routing: false
- Fin. Hold Viols: 0
- Max reg flops: 32
- Drt first pass iters: 6
- Clock tree buffer depth: 2
- Post-synth EDFFs: 32
- Synth flops: 32
- Top cells excl fill/tap: 106 x nand2_1, 98 x clkdlybuf4s50_1, 76 x inv_1, 61 x xnor2_1, 59 x ha_1
- Synthesis-to-finish area growth: 21.2%
- Largest net degree at the start of global routing: 33
- Setup CP Type: in -> out
- RD Place Congestion: 0.901
- Fmax: 77.2 MHz
- Routed WL per cell: 16.4 µm
- Worst Hold Class: in -> reg
- CP Launch Type: primary input
- Synth Cell Area: 0.00615 mm²
- Run status: completed
- Yosys aoi share: 0.239
- First-pass GRT wire length: 28500 µm
- Power Density: 48.4 mW/mm²
- Cell family with most CP delay: AND-OR/OR-AND gates
- Fin crit period: 12950 ps
- CP arrival: 9410 ps
- Layout cells sized above 1: 0.0472
- Commonest flop: edfxtp_1
- Via count: 6122
- Synth logic family: AND-OR/OR-AND gates
- Final Setup Violations: 0
- Syn avg cell area: 7.69 µm²
- Max-cap violations: 0
- Yosys chip area: 0.00615 mm²
- Initial DRC count: 370
- Fill count: 1376
- Post-DP HPWL: 14100 µm
- Seq/Total Area, Yosys: 0.156
- Actual slew at the worst max-slew pin: 794 ps
- DRT antenna net count: 0
- Largest stage delay, worst path: 670 ps
- Starting Density: 0.417
synth_stat cells (4+ instances only):
cell,count,share of area
clkbuf_1,15,0.0092
xnor3_1,6,0.022
or3_1,4,0.0041
nand2b_1,4,0.0041
a221o_1,4,0.0065
a21oi_1,40,0.033
inv_1,76,0.046
o21ai_0,32,0.026
nor2_1,40,0.024
o21bai_1,9,0.011
a22oi_1,13,0.016
ha_1,59,0.12
or2_2,6,0.0061
xor2_1,48,0.068
edfxtp_1,32,0.16
o21ai_1,8,0.0065
o22ai_1,7,0.0071
nor3_1,16,0.013
and3_1,10,0.010
nand4_1,12,0.012
buf_2,4,0.0033
o221ai_1,9,0.013
o31ai_1,4,0.0049
a21o_1,23,0.028
xnor2_1,61,0.087
nand2_1,106,0.065
o21a_1,9,0.011
nor2b_1,8,0.0081
nand3_1,29,0.024
nor4_1,8,0.0081
a31oi_1,14,0.014
o211ai_1,4,0.0049
o211a_1,4,0.0065
and2_1,9,0.0092
layer usage:
metal	vias to the layer above	track usage	wire [µm]
li1	3075	-	-
met1	2815	0.342	8340
met2	208	0.348	7440
met3	24	0.0476	1380
met4	0	0.0553	476
met5	-	0	0
logic make-up after synthesis:
logic type      count (synthesis)
mux                             3
flops                          32
compound gates                212
fa+ha+maj                      66
buf+inv                        97
simple gates                  275
xor+xnor                      115
final timing paths:
kind | end | slack, ps | startpoint | cells past startpoint
setup / recovery | pc_offset[29] | 4750 | pc[7] | 19
hold / removal | RB.reg_bank[15][1] | 3890 | pc[1] | 1
per-stage QoR:
step | power, µW | hold WS (ps) | area [µm²] | worst slack [ps]
CTS | 362 | 3870 | 7450 | 4840
floorplan | 212 | 3640 | 6150 | 6590
detailed placement | 271 | 4170 | 7320 | 4880
global placement | 271 | 4160 | 7320 | 4870
global route | 385 | 3890 | 7450 | 4500
finish | 361 | 3890 | 7450 | 4750
where the power goes:
group | internal (µW) | switching [µW] | total, µW | leakage (µW)
Combinational | 87.6 | 95.8 | 183 | 0.00276
Sequential | 86.4 | 2.64 | 89.0 | 0.000291
Clock | 51.9 | 36.2 | 88.1 | 0.0000655
Total | 226 | 135 | 361 | 0.00312
cell type report:
| class | instances | area share |
|---|---|---|
| clock buffer | 7 | 0.0178 |
| clock inverter | 1 | 0.000504 |
| inverter | 76 | 0.0383 |
| multi-input combinational | 671 | 0.647 |
| sequential | 32 | 0.129 |
| tap | 184 | 0.0309 |
| timing repair buffer | 103 | 0.137 |
Power and IR drop assume default switching activity.
